<file path="config.mk">
export PLATFORM = sky130hd
export DESIGN_NAME = lab4
export DESIGN_NICKNAME = lab4
export VERILOG_FILES = /design/flow/design.v
export SDC_FILE = /design/flow/constraint.sdc
export NUM_CORES = 4
export LEC_CHECK = 1
export CORE_UTILIZATION = 30
</file>
<file path="constraint.sdc">
current_design lab4

set clk_period 2.2
set clk_io_pct 0.2

create_clock -name clk0 -period $clk_period [get_ports {clk}]

set non_clock_inputs [all_inputs -no_clocks]
set_input_delay [expr $clk_period * $clk_io_pct] -clock clk0 $non_clock_inputs
set_output_delay [expr $clk_period * $clk_io_pct] -clock clk0 [all_outputs]
</file>
<file path="design.v">
module lab4(input clk, input dout, input reset,
	output sclk, output cs, output din,
	output [7:0] leds);
clock_divider clk_div(.clk(clk), .clk_div(clk_inner));
ADC_controller adc_contr(.clk(clk_inner), .dout(dout),
	.sclk(sclk), .cs(cs), .din(din), .leds(leds), .reset(reset));
endmodule
module ADC_controller(input clk, input dout, input reset,
	output sclk, output cs, output din,
	output [7:0] leds);
parameter reset_state = 0;
parameter wait_after_reset_state = 1;
parameter communic_reg_mode_state = 2;
parameter mode_reg_write_state = 3;
parameter communic_reg_config_state = 4;
parameter config_reg_write_state = 5;
parameter enter_continious_read = 6;
parameter continious_read = 7;
reg [3:0] state = reset_state;
reg [7:0] leds_reg = 0;
reg [12:0] bit_count = 0;
reg [12:0] bit_number = 0;
reg [23:0] data = 0;
reg start = 0, clk_sync = 0;
reg output_bit = 0;
reg sclk_reg = 1;
reg delay = 0;
reg counter = 0;
reg cs_hold = 0;
assign cs = (~start | delay) & ~cs_hold;
assign sclk = sclk_reg;
assign din = output_bit;
assign leds = leds_reg;
always@ (negedge clk)
begin
	if ((state == continious_read) && ~dout && ~start)
		if(counter == 0)
			counter <= 1;
		else
		begin
			start <= 1;
		end
	else
	if (~start && (state != continious_read))
		if(counter == 0)
			counter <= 1;
		else
		begin
			start <= 1;
		end
	else
	if (bit_number == bit_count)
		start <= 0;
end
always@ (posedge clk)
begin
	if(~reset)
	begin
		state <= reset_state;
		delay <= 1;
		leds_reg <= 0;
		sclk_reg <= 1;
	end
	else
	if (start && ~clk_sync)
	begin
		case(state)
			reset_state: begin
				bit_count <= 40;
				output_bit <= 1;
				clk_sync <= 1;
				delay <= 0;
				sclk_reg <= ~sclk_reg;
			end
			wait_after_reset_state: begin
				bit_count <= 5000;
				clk_sync <= 1;
			end
			communic_reg_mode_state: begin
				bit_count <= 8;
				clk_sync <= 1;
				sclk_reg <= ~sclk_reg;
				data = 8'h08;
				output_bit = data[7];
			end
			mode_reg_write_state: begin
				bit_count <= 24;
				clk_sync <= 1;
				sclk_reg <= ~sclk_reg;
				data = 24'h80306;
				output_bit = data[23];
			end
			communic_reg_config_state: begin
				bit_count <= 8;
				clk_sync <= 1;
				sclk_reg <= ~sclk_reg;
				data = 8'h10;
				output_bit = data[7];
			end
			config_reg_write_state: begin
				bit_count <= 24;
				clk_sync <= 1;
				sclk_reg <= ~sclk_reg;
				data = 24'h110;
				output_bit = data[23];
			end
			enter_continious_read: begin
				bit_count <= 8;
				cs_hold <= 1;
				clk_sync <= 1;
				sclk_reg <= ~sclk_reg;
				data = 8'h5C;
				output_bit = data[7];
			end
			continious_read: begin
				bit_count <= 24;
				cs_hold <= 1;
				clk_sync <= 1;
				sclk_reg <= ~sclk_reg;
				data <= 24'h0;
				output_bit <= 0;
			end
		endcase
		bit_number <= 0;
	end
	else
	if (clk_sync && bit_number < bit_count)
	begin
		case(state)
			reset_state: begin
				sclk_reg = ~sclk_reg;
				if(sclk_reg)
					bit_number <= bit_number + 1;
			end
			wait_after_reset_state: begin
				bit_number <= bit_number + 1;
			end
			communic_reg_mode_state,
			communic_reg_config_state,
			enter_continious_read: begin
				sclk_reg = ~sclk_reg;
				if(sclk_reg)
				begin
					bit_number <= bit_number + 1;
					output_bit = data[7 - bit_number];
				end
			end
			mode_reg_write_state,
			config_reg_write_state: begin
				sclk_reg = ~sclk_reg;
				if(sclk_reg)
				begin
					bit_number <= bit_number + 1;
					output_bit = data[23 - bit_number];
				end
			end
			continious_read: begin
				cs_hold <= 1;
				sclk_reg = ~sclk_reg;
				if(sclk_reg)
				begin
					data[23 - bit_number] <= dout;
					if(bit_number < 8)
						leds_reg[7 - bit_number] <= dout;
					bit_number <= bit_number + 1;
				end
			end
		endcase
	end
	if ((bit_count != 0) && (bit_number == bit_count))
	begin
		bit_number <= bit_number + 1;
		clk_sync <= 0;
		case(state)
			reset_state: begin
				state <= wait_after_reset_state;
				delay <= 1;
			end
			wait_after_reset_state: begin
				delay <= 0;
				state <= communic_reg_mode_state;
			end
			communic_reg_mode_state:
				state <= mode_reg_write_state;
			mode_reg_write_state: begin
				state <= communic_reg_config_state;
			end
			communic_reg_config_state:
				state <= config_reg_write_state;
			config_reg_write_state:
				state <= enter_continious_read;
			enter_continious_read:
				state <= continious_read;
		endcase
	end
end
endmodule
module clock_divider(input clk, output clk_div);
parameter koeff = 3;
reg [2:0] counter = 0;
reg clk_div_inner = 0;
assign clk_div = clk_div_inner;
always@(posedge clk)
begin
	counter = counter + 1;
	if(counter == koeff)
	begin
		counter = 0;
		clk_div_inner = ~clk_div_inner;
	end
end
endmodule
</file>
<file path="run.sh">
#!/bin/bash
# OpenROAD 26Q1-2900-gdf79404cd8, Yosys 0.63+post, stock flow scripts
make -C /OpenROAD-flow-scripts/flow DESIGN_CONFIG=/design/flow/config.mk WORK_HOME=/design/flow/orfs finish
</file>
==> flow_summary.ini <==
; physical design summary
[timing]
hold_violations = 0
skew_ns = 0.002848
relSlewSlack_pct = 32.85
whs_ns = 0.4420
drv_slew = 0
finalCritPeriodShare_pct = 53.61
worstMarginPinSlew_ns = 1.004
max_freq_mhz = 847.8
timing.setup.tns_ns = 0
unclocked_regs = 60
setup_violations = 0
period_needed_ns = 1.179
setup_slack_ns = 1.021
rsz0062_at_grt = false
untimed_endpoints = 113

[critical_path]
startpoint_type = flop
crit_path_end_kind = flop
critical_path_class = reg2reg
crit_path_max_fanout = 3
reg2reg_depth = 3
required_ns = 2.11
cp_data_arrival_time_ns = 1.09

[cts]
root_buffer = clkbuf_16
cts_setup_buffers = 0
clkLatencyLatePin_ns = 0.22
hold_buffers = 0
cts_resized = 0
clk_pin_slew_worst_paths_ns = 0.03
numCtsBuffers = 3
cts_tree = built
cts_max_path_buffers = 2
htree_levels = 1

[detailed_routing]
antenna-diode-count = 0
num_vias = 3922
firstDrtPassIters = 4
drc = 0
wl_per_cell_microns = 14.98
drt_iter0_drc = 209
drt-total-wl_microns = 11270
viasPerCell = 5.215
drt.antenna.violating_nets = 0

[synthesis]
async_reset_ff_share_pct = 0
postSynthSeqShare_pct = 35.18
ys_cells = 548
edf_count = 45
netlist_area_sq_um = 4922
synth_flop_count = 64
synth.distinct_cells = 70
syn-instance-count = 548
ys_area_sq_um = 4922
synth_top_flop_cell = edfxtp_1
synth.avg_cell_area_sq_um = 8.982
yosys_warnings = 3

[run]
maxCapViolCount = 0
warning_count = 31

[power]
vdd_drop_max_v = 0.0004539
p_leak_nw = 1.892
pwr_density_cell_nw_per_um2 = 74.46

[global_route]
overflow = 0
antenna_found_initial = 0
grt_pass1_vias = 3691
grt_max_degree = 59
track_usage_pct = 14.54
grt_pass1_wl_microns = 19050

[finish]
final_core_util_pct = 33.21
syn2layout_area_growth_pct = 7.550
layout-drive-gt1-share_pct = 7.090
largest_reg_flops = 24

[placed_design]
io_buffers = 13
pre_cts_ws_ns = 1.027
dp_hpwl_microns = 8473
gp_congestion = 0.9285

[floorplanning]
num_rows = 46
die_x_microns = 130.1
initCoreUtil_pct = 30.87
io_pins = 14
core-area_sq_um = 15940
dieArea_sq_um = 16920
die_y_microns = 130.1

[hold_path]
hold_class = reg2reg
hold_depth = 1

[run_status]
status = completed
[cell usage after synthesis (all sizes together), types with 2 or more instances]
library cell	instances	share of area, %
and2	10	1.3
nor3b	2	0.30
nor3	21	2.1
nor2b	6	0.76
a21oi	14	1.4
o31ai	4	0.61
o31a	8	1.4
o22ai	6	0.76
clkbuf	21	1.7
xnor2	18	3.2
nand3b	2	0.30
o21a	10	1.5
and3	5	0.64
nor4	14	2.1
nand4b	4	0.71
edfxtp	45	27
mux2i	25	5.1
o21ai	16	1.6
nand3	32	3.3
dfxtp	19	7.7
a211oi	3	0.46
mux2	2	0.46
nor2	71	5.5
buf	16	1.9
or2	6	0.76
xor2	17	3.0
or3	5	0.74
or4b	2	0.41
nand4	19	2.4
ha	24	6.1
nand2	33	2.5
nor4b	2	0.36
nand2b	8	1.0
and3b	3	0.53
or4	5	0.84
inv	18	1.4
mux4	7	3.2
a2111oi	3	0.53
[kinds of logic (layout without fill, tap and decap cells)]
kind of cell / after synthesis / count (layout) / share of synthesized area, %
compound gates: 81 / 81 / 11.34
xor+xnor: 35 / 35 / 6.228
fa+ha+maj: 24 / 24 / 6.101
buf+inv: 55 / 42 / 4.956
flops: 64 / 64 / 35.18
mux: 34 / 34 / 8.744
other cells: 1 / 2 / 0.07619
simple gates: 254 / 254 / 27.38
[worst paths after layout]
check / start / slack (ns) / end
worst max-delay path: clk_div.counter[0]$_SDFF_PN0_ / 1.02 / clk_div.clk_div_inner$_DFFE_PN_
worst min-delay path: clk_div.counter[2]$_SDFF_PN0_ / 0.44 / clk_div.counter[2]$_SDFF_PN0_
worst max register to register: clk_div.counter[0]$_SDFF_PN0_ / 1.02 / clk_div.clk_div_inner$_DFFE_PN_
worst min register to register: clk_div.counter[2]$_SDFF_PN0_ / 0.44 / clk_div.counter[2]$_SDFF_PN0_
[report_power, final]
group / internal (mW) / total (mW) / switching (mW) / leakage [nW]
Clock: 0.239 / 0.292 / 0.0523 / 0.0382
Combinational: 0.00748 / 0.0255 / 0.0180 / 1.29
Sequential: 0.0769 / 0.0769 / 0 / 0.559
Total: 0.324 / 0.394 / 0.0704 / 1.89
[routing by layer]
metal | GRT usage [%] | wire length, microns | vias up
li1 | - | - | 1989
met1 | 24.57 | 5733 | 1862
met2 | 21.71 | 5047 | 71
met3 | 1.253 | 487 | 0
met4 | 0.6840 | 0 | 0
met5 | 0 | 0 | -
[stage by stage]
stage	instances	area [sq um]	power (mW)
finish	752	5294	0.3942
CTS	752	5294	0.4003
global route	752	5294	0.4076
detailed placement	748	5215	0.1037
floorplan	549	4926	0.09218
global placement	748	5215	0.1032
[layout by cell type (no fill, tap or decap), types with 5 or more instances in the layout]
cell type        instances
edfxtp_1                45
nor2b_1                  6
nand4_1                 19
o31a_1                   8
nand2b_1                 8
o21ai_0                 15
inv_1                   18
dfxtp_1                 19
nor4_1                  13
mux4_2                   7
nand2_1                 33
o22ai_1                  6
buf_4                    7
nor3_1                  21
o21a_1                  10
and2_1                   8
mux2i_1                 25
a21oi_1                 14
clkdlybuf4s50_1         13
xnor2_1                 18
and3_1                   5
nand3_1                 32
or2_2                    6
nor2_1                  70
ha_1                    24
xor2_1                  17
[worst max-delay path: stages, from the launching register on]
cell and delay [ns]:
dfxtp_1 0.31, ha_1 0.20, xor2_1 0.17, nor2_1 0.18
[area by class of cell]
cell class	count	area [sq um]
sequential	64	1732
inverter	18	67.56
multi-input combinational	430	2963
timing repair buffer	20	182.7
fill	1643	10650
clock buffer	4	78.83
tap	216	270.3
Power figures rest on the tool's default switching activity, not on a simulated workload.
