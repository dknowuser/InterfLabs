**flow/config.mk**
```make
export PLATFORM = sky130hd
export DESIGN_NAME = lab51
export DESIGN_NICKNAME = lab51
export VERILOG_FILES = /design/flow/design.v
export SDC_FILE = /design/flow/constraint.sdc
export NUM_CORES = 4
export LEC_CHECK = 1
export CORE_AREA = 10 10 70 70
export DIE_AREA = 0 0 80 80
```
**flow/constraint.sdc**
```tcl
current_design lab51

set clk_period 1.8
set clk_io_pct 0.2

create_clock -name clk0 -period $clk_period [get_ports {clk}]

set non_clock_inputs [all_inputs -no_clocks]
set_input_delay [expr $clk_period * $clk_io_pct] -clock clk0 $non_clock_inputs
set_output_delay [expr $clk_period * $clk_io_pct] -clock clk0 [all_outputs]
```
**flow/design.v**
```verilog
module lab51(input clk, input reset_in, input [7:0] data_in,
	input txe, output rd, output wr, output reset_out,
	output [7:0] data_out);
parameter counter_freq = 1;
reg reset = 1;
reg rd_inner = 1;
reg wr_inner = 1;
reg [7:0] data = 0;
reg [1:0] counter = counter_freq;
assign reset_out = reset;
assign rd = rd_inner;
assign wr = wr_inner;
assign data_out = data;
always@(posedge clk)
begin
	if(reset_in)
	begin
		reset <= 1;
		if(~txe)
			if(counter)
			begin
				counter <= counter - 1;
				if(wr_inner)
					data <= data_in;
			end
			else
			begin
				wr_inner <= ~wr_inner;
				counter <= counter_freq;
			end
	end
	else
	begin
		reset <= 0;
		counter <= counter_freq;
	end
end
endmodule
```
**flow/run.sh**
```bash
#!/bin/bash
# OpenROAD 26Q1-2900-gdf79404cd8, Yosys 0.63+post, stock flow scripts
make -C /OpenROAD-flow-scripts/flow DESIGN_CONFIG=/design/flow/config.mk WORK_HOME=/design/flow/orfs finish
```
==> flow_summary_export.csv <==
group,metric,value,unit
setup_path,path_buffers,1,
grt,grt_pass1_vias,276,
floorplanning,fp.dieW,80,um
sta,setup_violations,0,
sta,hold_violations,0,
power_and_ir_drop,switching_share,18.5,%
power_and_ir_drop,p_int,419,uW
drt,drc_errors,0,
sta,clock_skew,1.84,ps
sta,timing.setup.tns,0,ps
yosys,synth_seq_share,83.5,%
floorplanning,io_pins,22,
min_path,hold_path.class,"reg -> reg",
drt,routed_via_density,2.81,
floorplanning,fp.dieArea,0.00640,sq mm
drt,first_pass_iters,2,
drt,wl,939,um
power_and_ir_drop,power_frac_comb,8.8,%
grt,grt_max_degree,9,
drt,wl_per_cell,10.3,um
drt,diodes,0,
grt,gr-total-overflow,0,
sta,min_period,1460,ps
clock_tree,cts_buffers,3,
floorplanning,die_h,80,um
setup_path,path_cells,"clkdlybuf4s50_1",
placement,place_hpwl,816,um
sta,rsz0062_at_grt,"false",
run_status,status,"finished, final reports clean",
floorplanning,rows,21,
setup_path,critPathMaxFanout,2,
yosys,ys_cells,21,
sta,hold_ws,492,ps
grt,grt_pass1_wl,1.33,mm
job,drv_cap,0,
setup_path,critical_path.max_stage_delay,470,ps
drt,drt-initial-drc-count,14,
drt,antenna_left,0,
finish,drive_gt1_share,11.1,%
finish,syn_to_final_growth,71.8,%
yosys,synth_area_per_cell,18.8,sq um
placement,gp_congestion,0.666,
setup_path,crit_slowest_cell,"clkdlybuf4s50_1",
job,warnings,25,
clock_tree,htree_num_levels,1,
clock_tree,cts_setup_buffers,0,
grt,antenna_found_initial,0,
setup_path,cp-end-kind,"output pin",
setup_path,crit_required,1440,ps
sta,max_freq,0.684,GHz
power_and_ir_drop,p_per_area,757,mW/mm^2
floorplanning,coreArea,0.00342,sq mm
setup_path,worstSetupPathType,"reg -> out",
power_and_ir_drop,power.clock.fraction,30.8,%
yosys,synth_cells,21,
yosys,yosys_warnings,1,
setup_path,crit_family,"buffers and inverters",
drt,vias,256,
setup_path,critPathArrivalTime,1100,ps
grt,grtUsageTotal,2.84,%
clock_tree,clock-root-buffer,"clkbuf_4",
floorplanning,fp-utilization,11.6,%
yosys,syn_area,395,sq um
power_and_ir_drop,switchingPower,95.1,uW
clock_tree,clk_pin_slew,70,ps
clock_tree,cts_tree,"yes",
clock_tree,clock_path_buffers,2,
power_and_ir_drop,vdd_drop_max,0.363,mV
yosys,yosys-stat-area,395,sq um
clock_tree,cts_hold_buf,0,
clock_tree,cts_resized,0,
clock_tree,cts.sinks,12,
setup_path,cp-start-kind,"flip-flop",
sta,timing.final.crit_share,81.2,%
power_and_ir_drop,p_leak,0.237,nW
sta,maxSlewViolCount,0,
yosys,synth.distinct_cells,11,
placement,portBuffers,20,
power_and_ir_drop,seqPwrFrac,60.4,%
clock_tree,clkLatencyLatePin,260,ps
yosys,synth_flops,12,
==> layer usage <==
metal	up-vias	part of all wire [%]	track usage (%)	wire, um
li1	123	-	-	-
met1	117	37	2.57	346
met2	16	48	4.74	454
met3	0	15	2.61	137
met4	0	0	0.352	0
met5	-	0	0	0
==> sequential cells by signal, summed over array words and instances, names as in the netlist <==
register / flops
counter: 2
data: 8
reset: 1
wr_inner: 1
==> cell families (layout without fill, tap and decap cells) <==
kind of cell / Yosys count / in the layout / share of synthesized area (%)
compound gates: 1 / 1 / 2.53
xor+xnor: 1 / 1 / 2.22
buf+inv: 2 / 26 / 2.85
flops: 12 / 12 / 83.5
other cells: 1 / 1 / 0.948
simple gates: 4 / 4 / 7.91
==> path summary, 6_finish.rpt <==
kind	slack, ps	startpoint	end	cells after the start
max	340	wr_inner$_DFFE_PP_	wr	1
min	490	counter[1]$_SDFFE_PN0N_	counter[1]$_SDFFE_PN0N_	1
max reg2reg	590	counter[0]$_SDFFE_PN1N_	data[3]$_DFFE_PP_	3
min reg2reg	490	counter[1]$_SDFFE_PN0N_	counter[1]$_SDFFE_PN0N_	1
==> power groups by stage <==
stage / logic (mW) / registers (mW) / clock network (mW)
global route: 0.0488 / 0.312 / 0.182
CTS: 0.0460 / 0.311 / 0.169
finish: 0.0453 / 0.311 / 0.158
==> synthesized netlist by cell type <==
| cell type | n | area share [%] |
|---|---|---|
| nor4b_2 | 1 | 3.8 |
| conb_1 | 1 | 0.95 |
| buf_4 | 1 | 1.9 |
| nor2_1 | 1 | 0.95 |
| inv_1 | 1 | 0.95 |
| o211a_1 | 1 | 2.5 |
| nor4b_1 | 1 | 2.2 |
| dfxtp_1 | 3 | 15 |
| nand2_1 | 1 | 0.95 |
| edfxtp_1 | 9 | 68 |
| xor2_1 | 1 | 2.2 |
==> layout make-up <==
class                   instances  area [sq um]
clock buffers                   3          22.5
flip-flops and latches         12           330
fillers                       381          2740
inverters                       1          3.75
multi-input cells               7          53.8
well taps                      46          57.6
repair buffers                 21           208
clock inverters                 1          3.75
==> metrics by stage <==
stage / power, mW / util [%] / cells / setup slack, ps / cell area, sq um
CTS: 0.525 / 19.9 / 91 / 312 / 679
finish: 0.514 / 19.9 / 91 / 338 / 679
global placement: 0.361 / 19.1 / 87 / 142 / 653
global route: 0.543 / 19.9 / 91 / 254 / 679
floorplan: 0.325 / - / 21 / 391 / 395
detailed placement: 0.363 / 19.1 / 87 / 140 / 653
==> cell usage in the layout (no fill, tap or decap) <==
cell type and count:
clkinv_1 1, nor4b_2 1, dfxtp_1 3, xor2_1 1, clkbuf_4 3, clkdlybuf4s50_1 20, nor2_1 1, edfxtp_1 9
nor4b_1 1, conb_1 1, nand2_1 1, o211a_1 1, buf_4 1, inv_1 1
Power and IR drop assume default switching activity.
