<file path="./run.sh">
#!/bin/bash
# OpenROAD 26Q1-2900-gdf79404cd8, Yosys 0.63+post, stock flow scripts
make -C /OpenROAD-flow-scripts/flow DESIGN_CONFIG=/design/flow/config.mk WORK_HOME=/design/flow/orfs finish
</file>
<file path="./config.mk">
export PLATFORM = sky130hd
export DESIGN_NAME = lab1
export DESIGN_NICKNAME = lab1
export VERILOG_FILES = /design/flow/design.v
export SDC_FILE = /design/flow/constraint.sdc
export NUM_CORES = 4
export LEC_CHECK = 1
export CORE_UTILIZATION = 40
</file>
<file path="./constraint.sdc">
current_design lab1

set clk_period 3.8
set clk_io_pct 0.2

create_clock -name clk0 -period $clk_period [get_ports {clk}]

set non_clock_inputs [all_inputs -no_clocks]
set_input_delay [expr $clk_period * $clk_io_pct] -clock clk0 $non_clock_inputs
set_output_delay [expr $clk_period * $clk_io_pct] -clock clk0 [all_outputs]
</file>
<file path="./design.v">
module lab1 #(parameter n = 10)
	(input clk, input [n-3:0] data,
	output sck, output mosi, output ss);
wire start, clk_inner;
wire [1:0] inner_data;
assign inner_data[0] = 0;
assign inner_data[1] = 0;
clk_divider divider(.clk(clk), .out_clk(clk_inner));
pulse_generator pulse_gen(.clk(clk_inner), .Start(start));
SPI_controller spi(.clk(clk_inner), .Start(start),
	.data({inner_data, data}), .sck(sck), .mosi(mosi), .ss(ss));
endmodule
module SPI_controller #(parameter n = 10)
	(input clk, input Start, input [n-1:0] data,
	output sck, output mosi, output ss);
reg start = 0, clk_sync = 0;
reg [n-1:0] inner_data = 0;
reg [n-1:0] bit_number = 0;
assign ss = ~start;
assign mosi = clk_sync & inner_data[n-1];
assign sck = clk_sync & clk;
always@ (posedge clk)
begin
	if (bit_number == n)
		start <= 0;
	if (Start)
		start <= 1;
end
always@ (negedge clk)
begin
	if (start && ~clk_sync)
	begin
		clk_sync <= 1;
		inner_data <= data;
		bit_number <= 0;
	end
	else
	if (clk_sync && bit_number < (n-1))
	begin
		inner_data <= inner_data << 1;
		bit_number <= bit_number + 1;
	end
	if (bit_number == (n-1))
	begin
		bit_number <= bit_number + 1;
		clk_sync <= 0;
	end
end
endmodule
module pulse_generator #(parameter n = 15)
	(input clk, output Start);
reg [n-1:0] counter = 0;
reg start = 0;
assign Start = start;
always@ (negedge clk)
begin
	if (counter == 0)
		start <= 1;
	else
		start <= 0;
	counter = counter + 1;
	if (counter == (n+2))
		counter = 0;
end
endmodule
module clk_divider (input clk, output out_clk);
parameter _40Mhz = 40 / 2;
parameter _50Mhz = 50 / 2;
reg [7:0] counter = 0;
reg out_clk_inner = 0;
assign out_clk = out_clk_inner;
always@ (posedge clk)
begin
	counter = counter + 1;
	if (counter == _40Mhz)
	begin
		counter = 0;
		out_clk_inner = ~out_clk_inner;
	end
end
endmodule
</file>
==> impl_report.txt <==
IMPLEMENTATION SUMMARY REPORT
----------------------------------------------------
[Finish]
  Proportion of layout cells with a drive suffix above 1 ........................ 7.46%
  Post-route cell area ........................ around 0.0025 mm2
  Count of placed standard cells in the final layout, fillers left out ........................ 298
  Tally of filler cells in the layout ........................ approximately 500
  Area overhead of the layout relative to synthesis ........................ 10.2%
  Final core utilization ........................ 47.0%

[Timing]
  Final number of max-transition violations ........................ 0
  Headroom to the max-slew limit ........................ between 40% and 50%
  Final setup TNS ........................ 0 ns
  Achievable Freq ........................ a little over 0.5 GHz
  Endpoints left unconstrained ........................ 58
  Final hold violation count ........................ 0
  Worst slew pin tran ........................ 0.789 ns
  Setup repair after global routing missed its margin ........................ no
  Fin Hold WS ........................ between 0.4 and 0.5 ns
  Number of register pins that no clock reaches ........................ 38
  Fin crit share ........................ 50.9%
  Endpoints failing setup ........................ 0
  Post-Route Skew ........................ between 0.001 and 0.0015 ns
  Min Clock Period, post-route ........................ about 1.9 ns

[Status]
  Status ........................ completed

[Clock tree]
  Maximum root-to-sink buffer count ........................ 2
  Cells resized by post-CTS repair ........................ 0
  Worst-Skew Late Latency ........................ around 0.23 ns
  Hold buffer count at CTS ........................ 0
  Post-CTS repair timing setup buffer count ........................ 0
  Root buffer cell ........................ sky130_fd_sc_hd__clkbuf_8
  Clock transition at the registers of the reported paths ........................ ~0.04 ns
  Total CTS buffers ........................ 3
  H-tree Lvls ........................ 1
  Clock tree from TritonCTS ........................ built

[Global route]
  Pin count of the biggest net entering global routing ........................ 38
  Congestion Overflow GR ........................ 0
  Wire length of the first global-routing pass ........................ 6.05 mm
  Number of global-route vias before repair ........................ around 1400
  Total global routing track utilization ........................ 12.8%
  Initial antenna violation count ........................ 0

[Worst setup path]
  Slowest library cell on the worst path ........................ sky130_fd_sc_hd__edfxtp_1
  Data arrival time at the worst-slack endpoint ........................ ~1.2 ns
  Worst path cell trace ........................ and2_1 > clkdlybuf4s50_1
  Delay of the slowest critical-path stage ........................ 0.39 ns
  CP startpoint kind ........................ flip-flop
  CP Capture Type ........................ output port
  Crit path required time ........................ around 3.0 ns
  CP max FO ........................ 3
  Classification of the worst setup path ........................ reg2out

[Floorplanning]
  Core area ........................ roughly 0.0052 mm2
  Die Height ........................ approximately 77 um
  Site row count ........................ 26
  Total Die Area ........................ 0.00588 mm2
  Io pins ........................ 12
  Width of the chip ........................ between 70 and 80 um
  Pre-Place Util ........................ between 40% and 50%

[Synth]
  Mean Syn Cell Area ........................ about 10 um2
  Post-synthesis register bit count ........................ about 47
  Synthesized cell area ........................ approximately 0.0022 mm2
  Count of warnings emitted by yosys ........................ 3
  Distinct cells, synth ........................ approximately 43
  Count of mapped cells out of synthesis ........................ 217
  Synthesized chip area reported by yosys ........................ approximately 0.0022 mm2
  Sequential area share after synthesis ........................ 50.7%
  Number of standard cells reported by yosys ........................ approximately 220

[Detailed routing]
  DRC violation count after routing ........................ 0
  DRT Pass-1 Iters ........................ 4
  Routed wire per std cell ........................ between 10 and 15 um
  Post-detailed-routing wire length ........................ 3.37 mm
  Avg Vias per Cell ........................ approximately 4.8
  Count of vias placed by the detailed router ........................ roughly 1400
  Drt first-iter violations ........................ 39
  Routed Antenna Nets ........................ 0
  Number of diodes ........................ 0

[Place]
  Global placement routability congestion ........................ 0.833
  Hpwl dp ........................ between 2 and 3 mm
  Placement-stage cell area ........................ roughly 0.0024 mm2
  Buffers added on ports ........................ 11
  # placed instances ........................ a little under 300

[Flow run]
  Reported max-cap violation count ........................ 0
  Log Warnings ........................ 30

[Power and ir drop]
  Maximum vdd ir drop ........................ 0.262 mV
  Power per unit of standard cell area ........................ between 80 and 90 mW/mm2
  Leak ........................ 0.947 nW

[Hold path]
  Worst hold path class ........................ reg2reg

----------------------------------------------------
critical path: cells and delay by family (launching register included):
kind                   cells  cell delay (ns)
flip-flops                 1             0.39
buffers and inverters      1             0.39
AND/OR/NAND/NOR            1             0.17
sequential cells by signal, summed over array words and instances (netlist names):
register	flops
spi.bit_number	10
pulse_gen.start	1
spi.clk_sync	1
divider.counter	8
spi.start	1
pulse_gen.counter	15
spi.inner_data	10
divider.out_clk_inner	1
Yosys cell counts (all sizes together):
library cell / n / area share [%]
nor3: 4 / 1.6
o21a: 1 / 0.34
or4: 2 / 0.67
nand4: 6 / 2.0
clkbuf: 3 / 0.50
and3b: 1 / 0.39
dfxtp: 28 / 25
inv: 8 / 1.3
ha: 8 / 4.5
nor4b: 2 / 1.1
and3: 4 / 1.1
a21boi: 2 / 0.67
nor2b: 2 / 0.56
and4: 3 / 1.2
a32oi: 1 / 0.73
nand2: 34 / 5.7
a31oi: 1 / 0.28
nand3b: 1 / 0.34
mux2i: 2 / 0.90
a21o: 2 / 0.67
or3: 1 / 0.50
xnor2: 16 / 6.3
edfxtp: 19 / 26
xor2: 12 / 5.0
buf: 2 / 0.56
nand3: 13 / 3.4
and2: 5 / 1.4
nor3b: 1 / 0.34
nor2: 24 / 4.0
o21ai: 1 / 0.22
nand2b: 1 / 0.28
a21oi: 2 / 0.62
nor4: 5 / 2.1
worst paths after layout:
path / cells after the start / slack, ns / from / end
max reg2reg: 3 / 2.11 / divider.counter[0] / divider.out_clk_inner
max: 2 / 1.87 / divider.out_clk_inner / sck
min: 1 / 0.46 / divider.counter[7] / divider.counter[7]
min reg2reg: 1 / 0.46 / divider.counter[7] / divider.counter[7]
report_power, final:
part	internal [mW]	switching, mW	leakage, nW
sequential	0.0962	0	0.406
combinational	0.00717	0.00106	0.516
clock	0.0714	0.0370	0.0255
placed cells by master (no fill, tap or decap), types with 2 or more instances in the layout:
cell type                          n
sky130_fd_sc_hd__inv_1             8
sky130_fd_sc_hd__nor3_1            2
sky130_fd_sc_hd__xor2_1           11
sky130_fd_sc_hd__a21o_1            2
sky130_fd_sc_hd__nand4_1           5
sky130_fd_sc_hd__nor2b_1           2
sky130_fd_sc_hd__nor2_1           24
sky130_fd_sc_hd__clkdlybuf4s50_1  11
sky130_fd_sc_hd__or4_1             2
sky130_fd_sc_hd__xnor2_1          16
sky130_fd_sc_hd__a21boi_1          2
sky130_fd_sc_hd__nand3_1          11
sky130_fd_sc_hd__nor4_1            4
sky130_fd_sc_hd__clkbuf_8          3
sky130_fd_sc_hd__and2_1            5
sky130_fd_sc_hd__ha_1              8
sky130_fd_sc_hd__nand2_1          34
sky130_fd_sc_hd__mux2i_1           2
sky130_fd_sc_hd__dfxtp_1          28
sky130_fd_sc_hd__nand3_2           2
sky130_fd_sc_hd__and4_1            2
sky130_fd_sc_hd__edfxtp_1         19
sky130_fd_sc_hd__and3_1            4
logic make-up after synthesis:
group,synth area share [%]
flops,50.7
fa+ha+maj,4.48
mux,0.897
xor+xnor,11.3
simple gates,26.7
compound gates,3.53
buf+inv,2.41
area by class of cell:
type | instances | area [um2] | area share [%]
multi-input combinational | 157 | 1050 | 42.6
tap | 70 | 87.6 | 3.56
timing repair buffer | 12 | 118 | 4.78
sequential | 47 | 1130 | 46.0
inverter | 8 | 30.0 | 1.22
clock buffer | 3 | 41.3 | 1.68
clock inverter | 1 | 5.00 | 0.203
stage by stage:
| stage | power (mW) | setup WS [ns] |
|---|---|---|
| finish | 0.213 | 1.87 |
| global route | 0.224 | 1.79 |
| CTS | 0.216 | 1.85 |
| detailed placement | 0.106 | 2.10 |
| global placement | 0.106 | 2.11 |
| floorplan | 0.0980 | 2.33 |
layer usage:
layer  vias to the layer above  wire (um)  share of wire, %  global-route usage (%)
met5                         -          0                 0                       0
met4                         0          7              0.21                   0.577
met3                         2         76               2.3                    2.06
met2                        14       1450                43                    19.6
met1                       642       1840                55                    21.0
li1                        761          -                 -                       -
Power and IR drop assume default switching activity.
